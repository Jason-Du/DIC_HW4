==> ./design.v <==
`timescale 1ns/10ps
module MFE(clk,reset,busy,ready,iaddr,idata,data_rd,data_wr,addr,wen);
	input				clk;
	input				reset;
	input				ready;	
	input	[7:0]		idata;	
	input	[7:0]		data_rd;
	output	[13:0]		iaddr;
	output reg		    busy;
	output	[ 7:0]		data_wr;
	output	[13:0]		addr;
	output reg			wen;
	reg [1:0] CS;
	reg [1:0] NS;
	localparam IDLE =2'b00;
	localparam STORING=2'b01;
	localparam SORTING=2'b10;
	localparam DONE=2'b11;
	reg       clear_C0;
	reg ready_out;
	wire [13:0]count_C0;
	reg       keep_C0;
	wire [7:0] value_1_1_B0;
	wire [7:0] value_1_2_B0;
	wire [7:0] value_1_3_B0;
	wire [7:0] value_2_1_B0;
	wire [7:0] value_2_2_B0;
	wire [7:0] value_2_3_B0;
	wire [7:0] value_3_1_B0;
	wire [7:0] value_3_2_B0;
	wire [7:0] value_3_3_B0;
counter C0(
	.clk(clk),
	.rst(reset),
	.count(count_C0),
	.clear(clear_C0),
	.keep(keep_C0)
);
reg start_B0;
wire finish_B0;
bubble_sort B0(
	.clk(clk),
	.rst(reset),
	.start(start_B0),
	.value_1_1(value_1_1_B0),
	.value_1_2(value_1_2_B0),
	.value_1_3(value_1_3_B0),
	.value_2_1(value_2_1_B0),
	.value_2_2(value_2_2_B0),
	.value_2_3(value_2_3_B0),
	.value_3_1(value_3_1_B0),
	.value_3_2(value_3_2_B0),
	.value_3_3(value_3_3_B0),
	.value_median(data_wr),
	.finish(finish_B0)
);
reg start_S0;
wire finish_S0;
storing_reg S0(
.clk(clk),
.rst(reset),
.start(start_S0),
.start_addr(count_C0),
.data_in(idata),
.value_1_1(value_1_1_B0),
.value_1_2(value_1_2_B0),
.value_1_3(value_1_3_B0),
.value_2_1(value_2_1_B0),
.value_2_2(value_2_2_B0),
.value_2_3(value_2_3_B0),
.value_3_1(value_3_1_B0),
.value_3_2(value_3_2_B0),
.value_3_3(value_3_3_B0),
.finish(finish_S0),
.addr(iaddr)
);
assign addr=count_C0;
	always@(posedge clk or posedge reset)
	begin
		if(reset)
		begin
			CS<=3'd0;
			ready_out<=1'd0;
		end
		else
		begin
			CS<=NS;
			ready_out<=ready;
		end
	end
	always@(*)
	begin
		case(CS)
			IDLE:
			begin
				if(reset)
				begin
					NS=IDLE;
					busy=1'b0;
					start_S0=1'b0;
					clear_C0=1'b1;
					keep_C0=1'b0;
					busy=1'b0;
				end
				else
				begin
					clear_C0=1'b0;
					keep_C0=1'b1;
					if(ready_out)
					begin
						NS=STORING;
						start_S0=1'b1;
						busy=1'b1;
					end
					else
					begin
						NS=IDLE;
						start_S0=1'b0;
						busy=1'b0;
					end
				end
				wen=1'b0;
				start_B0=1'd0;
			end
			STORING:
			begin
				NS=finish_S0?SORTING:STORING;
				start_S0=1'b1;
				busy=1'b1;
				clear_C0=1'b0;
				keep_C0=1'b1;
				start_B0=1'd0;
				wen=1'b0;
			end
			SORTING:
			begin
				start_S0=1'b0;
				NS=finish_B0?((count_C0==14'b11_1111_1111_1111)?DONE:STORING):SORTING;
				wen=finish_B0?1'b1:1'b0;
				busy=1'b1;
				clear_C0=1'b0;
				keep_C0=finish_B0?1'b0:1'b1;
				start_B0=1'd1;
			end
			DONE:
			begin
				start_S0=1'b0;
				NS=IDLE;
				wen=1'b0;
				busy=1'b0;
				clear_C0=1'b1;
				keep_C0=1'b0;
				start_B0=1'd0;
			end
		endcase
	end
endmodule
module bubble_sort(
	clk,
	rst,
	start,
	value_1_1,
	value_1_2,
	value_1_3,
	value_2_1,
	value_2_2,
	value_2_3,
	value_3_1,
	value_3_2,
	value_3_3,
	value_median,
	finish
);
	input clk;
	input rst;
	input [7:0] value_1_1;
	input [7:0] value_1_2;
	input [7:0] value_1_3;
	input [7:0] value_2_1;
	input [7:0] value_2_2;
	input [7:0] value_2_3;
	input [7:0] value_3_1;
	input [7:0] value_3_2;
	input [7:0] value_3_3;
	input start;
	reg [7:0] value_1_1_out;
	reg [7:0] value_1_2_out;
	reg [7:0] value_1_3_out;
	reg [7:0] value_2_1_out;
	reg [7:0] value_2_2_out;
	reg [7:0] value_2_3_out;
	reg [7:0] value_3_1_out;
	reg [7:0] value_3_2_out;
	reg [7:0] value_3_3_out;
	reg [7:0] value_1_1_out2;
	reg [7:0] value_1_2_out2;
	reg [7:0] value_1_3_out2;
	reg [7:0] value_2_1_out2;
	reg [7:0] value_2_2_out2;
	reg [7:0] value_2_3_out2;
	reg [7:0] value_3_1_out2;
	reg [7:0] value_3_2_out2;
	reg [7:0] value_3_3_out2;
	output [7:0] value_median;
	output reg finish;
	reg [8:0] count;
	always@(posedge clk or posedge rst)
	begin
		if(rst)
		begin
			 value_1_1_out<=8'd0;
			 value_1_2_out<=8'd0;
			 value_1_3_out<=8'd0;
			 value_2_1_out<=8'd0;
			 value_2_2_out<=8'd0;
			 value_2_3_out<=8'd0;
			 value_3_1_out<=8'd0;
			 value_3_2_out<=8'd0;
			 value_3_3_out<=8'd0;
			 value_1_1_out2<=8'd0;
			 value_1_2_out2<=8'd0;
			 value_1_3_out2<=8'd0;
			 value_2_1_out2<=8'd0;
			 value_2_2_out2<=8'd0;
			 value_2_3_out2<=8'd0;
			 value_3_1_out2<=8'd0;
			 value_3_2_out2<=8'd0;
			 value_3_3_out2<=8'd0;
			 count<=9'd0;
			 finish<=1'b0;
		end
		else
		begin
			if(!start)
			begin
				 value_1_1_out<=(value_1_1>=value_1_2)?value_1_1:value_1_2;
				 value_1_2_out<=(value_1_1>=value_1_2)?value_1_2:value_1_1;
				 value_1_3_out<=(value_1_3>=value_2_1)?value_1_3:value_2_1;
				 value_2_1_out<=(value_1_3>=value_2_1)?value_2_1:value_1_3;
				 value_2_2_out<=(value_2_2>=value_2_3)?value_2_2:value_2_3;
				 value_2_3_out<=(value_2_2>=value_2_3)?value_2_3:value_2_2;
				 value_3_1_out<=(value_3_1>=value_3_2)?value_3_1:value_3_2;
				 value_3_2_out<=(value_3_1>=value_3_2)?value_3_2:value_3_1;
				 value_3_3_out<=value_3_3;
				 count<=9'd1;
				 finish<=1'd0;
			end
			else
			begin
				 value_1_1_out<=(value_1_1_out2>=value_1_2_out2)?value_1_1_out2:value_1_2_out2;
				 value_1_2_out<=(value_1_1_out2>=value_1_2_out2)?value_1_2_out2:value_1_1_out2;
				 value_1_3_out<=(value_1_3_out2>=value_2_1_out2)?value_1_3_out2:value_2_1_out2;
				 value_2_1_out<=(value_1_3_out2>=value_2_1_out2)?value_2_1_out2:value_1_3_out2;
				 value_2_2_out<=(value_2_2_out2>=value_2_3_out2)?value_2_2_out2:value_2_3_out2;
				 value_2_3_out<=(value_2_2_out2>=value_2_3_out2)?value_2_3_out2:value_2_2_out2;
				 value_3_1_out<=(value_3_1_out2>=value_3_2_out2)?value_3_1_out2:value_3_2_out2;
				 value_3_2_out<=(value_3_1_out2>=value_3_2_out2)?value_3_2_out2:value_3_1_out2;
				 value_3_3_out<=value_3_3_out2;
				 count<=count<<1;
				 finish<=(count[8]==1)?1'b1:1'b0;
			end
			 value_1_1_out2<=value_1_1_out;
			 value_1_2_out2<=(value_1_2_out>=value_1_3_out)?value_1_2_out:value_1_3_out;
			 value_1_3_out2<=(value_1_2_out>=value_1_3_out)?value_1_3_out:value_1_2_out;
			 value_2_1_out2<=(value_2_1_out>=value_2_2_out)?value_2_1_out:value_2_2_out;
			 value_2_2_out2<=(value_2_1_out>=value_2_2_out)?value_2_2_out:value_2_1_out;
			 value_2_3_out2<=(value_2_3_out>=value_3_1_out)?value_2_3_out:value_3_1_out;
			 value_3_1_out2<=(value_2_3_out>=value_3_1_out)?value_3_1_out:value_2_3_out;
			 value_3_2_out2<=(value_3_2_out>=value_3_3_out)?value_3_2_out:value_3_3_out;
			 value_3_3_out2<=(value_3_2_out>=value_3_3_out)?value_3_3_out:value_3_2_out;
		end
	end
	assign value_median=value_2_2_out2;
	endmodule
module counter(
	clk,
	rst,
	count,
	clear,
	keep
);
	input               clk;
	input               rst;
	input               keep;
	input               clear;
	output reg        [13:0]   count;
	reg        [13:0]   count_in;
	always@(posedge clk or posedge rst)
	begin
		if(rst)
		begin
			count<=14'd0;
		end
		else
		begin
			count<=count_in;
		end
	end
	always@(*)
	begin
		if(clear)
		begin
			count_in=14'd0;
		end
		else if(keep)
		begin
			count_in=count;
		end
		else
		begin
			count_in=count+14'd1;
		end
	end
endmodule
module storing_reg(
clk,
rst,
start,
start_addr,
data_in,
value_1_1,
value_1_2,
value_1_3,
value_2_1,
value_2_2,
value_2_3,
value_3_1,
value_3_2,
value_3_3,
finish,
addr
);
input clk;
input rst;
input start;
input  [13:0] start_addr;
input  [7:0] data_in;
output [7:0] value_1_1;
output [7:0] value_1_2;
output [7:0] value_1_3;
output [7:0] value_2_1;
output [7:0] value_2_2;
output [7:0] value_2_3;
output [7:0] value_3_1;
output [7:0] value_3_2;
output [7:0] value_3_3;
output finish;
output [13:0] addr;
wire [7:0] row_1;
wire [7:0] col_1;
wire [7:0] row_2;
wire [7:0] col_2;
wire [7:0] row_3;
wire [7:0] col_3;
wire [15:0] get_1_1_addr;
wire [15:0] get_1_2_addr;
wire [15:0] get_1_3_addr;
wire [15:0] get_2_1_addr;
wire [15:0] get_2_2_addr;
wire [15:0] get_2_3_addr;
wire [15:0] get_3_1_addr;
wire [15:0] get_3_2_addr;
wire [15:0] get_3_3_addr;
reg [7:0] localreg_in [8:0];
reg [7:0] localreg_out [8:0];
reg [7:0] col_;
reg [7:0] row_;
reg [3:0] CS;
reg [3:0] NS;
reg [13:0] start_addr_out;
integer i;
always@(posedge clk or posedge rst)
begin
	if(rst)
	begin
		for(i=0;i<9;i=i+1)
		begin
			localreg_out[i]<=8'd0;
		end
			start_addr_out<=14'd0;
	end
	else
	begin
		for(i=0;i<9;i=i+1)
		begin
			localreg_out[i]<=localreg_in[i];
			start_addr_out<=start_addr;
		end
	end
end
always@(posedge clk or posedge rst)
begin
	if(rst)
	begin
		CS<=4'd0;
	end
	else
	begin
		CS<=NS;
	end
end
localparam IDLE   =4'b0000;
localparam POINT_1=4'b0001;
localparam POINT_2=4'b0010;
localparam POINT_3=4'b0011;
localparam POINT_4=4'b0100;
localparam POINT_5=4'b0101;
localparam POINT_6=4'b0110;
localparam POINT_7=4'b0111;
localparam POINT_8=4'b1000;
localparam POINT_9=4'b1001;
localparam LAST   =4'b1010;
assign row_1={1'b0,start_addr_out[13:7]};
assign col_1={1'b0,start_addr_out[6:0]};
assign row_2={1'b0,start_addr_out[13:7]}+8'd1;
assign col_2={1'b0,start_addr_out[6:0]}+8'd1;
assign row_3={1'b0,start_addr_out[13:7]}+8'd2;
assign col_3={1'b0,start_addr_out[6:0]}+8'd2;
assign get_1_1_addr={row_1,col_1};
assign get_1_2_addr={row_1,col_2};
assign get_1_3_addr={row_1,col_3};
assign get_2_1_addr={row_2,col_1};
assign get_2_2_addr={row_2,col_2};
assign get_2_3_addr={row_2,col_3};
assign get_3_1_addr={row_3,col_1};
assign get_3_2_addr={row_3,col_2};
assign get_3_3_addr={row_3,col_3};
assign addr={row_[6:0],col_[6:0]};
assign finish=(CS==LAST)?1'b1:1'b0;
always@(*)
begin
	for(i=0;i<8;i=i+1)
	begin
		localreg_in[i+1]=localreg_out[i];
	end
	case(CS)
		IDLE:
		begin
			NS  =start?POINT_1:IDLE;
			row_=8'd0;
			col_=8'd0;
			localreg_in[0]=8'd0;
		end
		POINT_1:
		begin
			NS=POINT_2;
			row_=get_1_1_addr[15:8]-8'd1;
			col_=get_1_1_addr[7:0]-8'd1;
			localreg_in[0]=(get_1_1_addr[7:0]==8'd0||get_1_1_addr[15:8]==8'd0||get_1_1_addr[7:0]==8'd129||get_1_1_addr[15:8]==8'd129)?8'd0:data_in;
		end
		POINT_2:
		begin
			NS=POINT_3;
			row_=get_1_2_addr[15:8]-8'd1;
			col_=get_1_2_addr[7:0]-8'd1;
			localreg_in[0]=(get_1_2_addr[7:0]==8'd0||get_1_2_addr[15:8]==8'd0||get_1_2_addr[7:0]==8'd129||get_1_2_addr[15:8]==8'd129)?8'd0:data_in;
		end
		POINT_3:
		begin
			NS=POINT_4;
			row_=get_1_3_addr[15:8]-8'd1;
			col_=get_1_3_addr[7:0]-8'd1;
			localreg_in[0]=(get_1_3_addr[7:0]==8'd0||get_1_3_addr[15:8]==8'd0||get_1_3_addr[7:0]==8'd129||get_1_3_addr[15:8]==8'd129)?8'd0:data_in;
		end
		POINT_4:
		begin
			NS=POINT_5;
			row_=get_2_1_addr[15:8]-8'd1;
			col_=get_2_1_addr[7:0]-8'd1;
			localreg_in[0]=(get_2_1_addr[7:0]==8'd0||get_2_1_addr[15:8]==8'd0||get_2_1_addr[7:0]==8'd129||get_2_1_addr[15:8]==8'd129)?8'd0:data_in;
		end
		POINT_5:
		begin
			NS=POINT_6;
			row_=get_2_2_addr[15:8]-8'd1;
			col_=get_2_2_addr[7:0]-8'd1;
			localreg_in[0]=(get_2_2_addr[7:0]==8'd0||get_2_2_addr[15:8]==8'd0||get_2_2_addr[7:0]==8'd129||get_2_2_addr[15:8]==8'd129)?8'd0:data_in;
		end
		POINT_6:
		begin
			NS=POINT_7;
			row_=get_2_3_addr[15:8]-8'd1;
			col_=get_2_3_addr[7:0]-8'd1;
			localreg_in[0]=(get_2_3_addr[7:0]==8'd0||get_2_3_addr[15:8]==8'd0||get_2_3_addr[7:0]==8'd129||get_2_3_addr[15:8]==8'd129)?8'd0:data_in;
		end
		POINT_7:
		begin
			NS=POINT_8;
			row_=get_3_1_addr[15:8]-8'd1;
			col_=get_3_1_addr[7:0]-8'd1;
			localreg_in[0]=(get_3_1_addr[7:0]==8'd0||get_3_1_addr[15:8]==8'd0||get_3_1_addr[7:0]==8'd129||get_3_1_addr[15:8]==8'd129)?8'd0:data_in;
		end
		POINT_8:
		begin
			NS=POINT_9;
			row_=get_3_2_addr[15:8]-8'd1;
			col_=get_3_2_addr[7:0]-8'd1;
			localreg_in[0]=(get_3_2_addr[7:0]==8'd0||get_3_2_addr[15:8]==8'd0||get_3_2_addr[7:0]==8'd129||get_3_2_addr[15:8]==8'd129)?8'd0:data_in;
		end
		POINT_9:
		begin
			NS=LAST;
			row_=get_3_3_addr[15:8]-8'd1;
			col_=get_3_3_addr[7:0]-8'd1;
			localreg_in[0]=(get_3_3_addr[7:0]==8'd0||get_3_3_addr[15:8]==8'd0||get_3_3_addr[7:0]==8'd129||get_3_3_addr[15:8]==8'd129)?8'd0:data_in;
		end
		LAST:
		begin
			NS=IDLE;
			row_=8'd0;
			col_=8'd0;
			localreg_in[0]=localreg_out[8];
		end
		default
		begin
			NS=IDLE;
			row_=8'd0;
			col_=8'd0;
			localreg_in[0]=8'd0;
		end
	endcase
end
assign value_1_1=localreg_out[0];
assign value_1_2=localreg_out[1];
assign value_1_3=localreg_out[2];
assign value_2_1=localreg_out[3];
assign value_2_2=localreg_out[4];
assign value_2_3=localreg_out[5];
assign value_3_1=localreg_out[6];
assign value_3_2=localreg_out[7];
assign value_3_3=localreg_out[8];
endmodule 
==> ./run.sh <==
#!/bin/bash
# OpenROAD 26Q1-2900-gdf79404cd8, Yosys 0.63+post, stock flow scripts
make -C /OpenROAD-flow-scripts/flow DESIGN_CONFIG=/design/flow/config.mk WORK_HOME=/design/flow/orfs finish
==> ./config.mk <==
export PLATFORM = sky130hd
export DESIGN_NAME = MFE
export DESIGN_NICKNAME = MFE
export VERILOG_FILES = /design/flow/design.v
export SDC_FILE = /design/flow/constraint.sdc
export NUM_CORES = 4
export LEC_CHECK = 1
export CORE_UTILIZATION = 50
==> ./constraint.sdc <==
current_design MFE

set clk_period 5.9
set clk_io_pct 0.2

create_clock -name clk0 -period $clk_period [get_ports {clk}]

set non_clock_inputs [all_inputs -no_clocks]
set_input_delay [expr $clk_period * $clk_io_pct] -clock clk0 $non_clock_inputs
set_output_delay [expr $clk_period * $clk_io_pct] -clock clk0 [all_outputs]
==> impl_metrics.toml <==
# physical design summary
[sta]
timing.final.hold_violations = 0
fin_worst_skew_ps = 19.19
finalClockPeriodUsage = 0.7350
worst_pin_slew_ps = 995.3
rsz0062_at_grt = "false"
max_slew_margin = 0.3292
slew_viol_final = 0
fmax_mhz = 230.6
setup_viol = 0
fin_crit_ps = 4337

[setup_path]
crit_start = "S0.CS[5]"
cp_slowest_cell = "or3_1"
endpoint = "iaddr[11]"
start_kind = "register"
rr_endpoint = "S0.localreg_out[0][7]"
cp-end-kind = "output port"
crit_type = "register to output port"
critPathMostFrequentCell = "or3_1"
cp.arrival_ps = 3160
critPathMaxFanout = 8
r2r-start = "S0.start_addr_out[0]"
rrSetupSlack_ps = 2890
worstPathCellList = "or3_1 > mux2i_1 > a221oi_1 > nand2_1 > or3_1 > a21oi_1 > clkdlybuf4s50_1"
reg2reg_depth = 8
path_buffers = 1
max_stage_delay_ps = 530
cp_top_family = "simple AND/OR/NAND/NOR gates"
cp.depth = 7
cp_data_required_time_ps = 4720

[grt]
grt.overflow.total = 0
antenna_found_initial = 0
track_usage = 0.2080
grt_pass1_vias = 8426
grt_pass1_wl_um = 44300
grt_max_degree = 118

[power]
swShare = 0.2084
p_leak_uw = 0.007378
power_frac_comb = 0.012
p_seq_frac = 0.508
ir_worst_vdd_mv = 0.2052
p_int_uw = 2886
switching_power_uw = 759.6
p_clk_frac = 0.479
power_density_mw_per_mm2 = 234.8

[clock_tree]
post_cts_buffers = 0
cts_buffer_depth = 3
insertion_delay_ps = 550
cts_root_buffer = "clkbuf_16"
cts-buffers-inserted = 29
clock-sinks = 270
clk_pin_slew_worst_paths_ps = 60
htreeDepth = 1
cts_tree = "done"
holdBufCountCts = 0
postCtsResizedCells = 0

[run]
maxCapViolations = 0
warning_count = 44

[placement]
numPortBuffers = 48
place.gp.congestion = 0.8465
dp_cells = 1538
place_hpwl_um = 18290

[yosys]
yosysWarnings = 6
synth-edff-count = 0
ff_type = "dfrtp_1"
synth.avg_cell_area_sq_um = 11.68
synth_cell_types = 56
synth-seq-cells = 270
ys_cells = 1173
async_flop_share = 1.000
ys_seq_share = 0.4935
syn_area_sq_mm = 0.01370
synthCells = 1173
yosysChipArea_sq_mm = 0.01370

[floorplan]
die_h_um = 167.5
fp.coreArea_sq_mm = 0.02688
num_io_pins = 57
chipArea_sq_mm = 0.02806
die_w_um = 167.5
fp_util = 0.5096
rows = 60

[final_layout]
layout_top_cells = "dfrtp_1, mux2i_1, ha_1"
fin_cells = 1592
drive_above_1_share = 0.1207
utilization = 0.5778
layout.cells.most_common = "dfrtp_1"
area_growth_syn_to_layout_pct = 13.39

[drt]
diodes = 0
viasPerCell = 5.289
drt_iter0_markers = 423
avgRoutedWirePerCell_um = 16.52
vias = 8420
dr.pass1.iters = 6
drc = 0
routed_wl_um = 26310
ant_nets = 0

[status]
status = "complete, no violations"

[min_path]
hp-class = "register to register"
==> worst min-delay path by stage <==
| stage | startpoint | cells after the start | slack [ps] | to |
|---|---|---|---|---|
| after CTS | B0.value_1_1_out[3] | 0 | 350 | B0.value_1_1_out2[3] |
| after global routing | B0.value_1_1_out[6] | 0 | 360 | B0.value_1_1_out2[6] |
| final | B0.value_1_1_out[3] | 0 | 350 | B0.value_1_1_out2[3] |
==> worst register-to-register path, cell delays in order, from the launching register on <==
cell      delay (ps)
dfrtp_1          490
ha_1             360
or3_1            390
a21oi_1          160
a31oi_1           70
or4_1            430
a222oi_1         420
o221ai_2         290
a22o_1           290
==> cell usage after synthesis, types with 4 or more instances <==
cell	number	area (sq um)
mux2i_1	198	1982
a21oi_1	38	190.2
xor2_1	14	122.6
a31oi_1	8	50.05
buf_2	10	50.05
dfrtp_1	268	6706
inv_1	108	405.4
or3_1	11	68.82
nand3_1	21	105.1
o21a_1	8	60.06
mux2_2	65	732.0
clkbuf_1	27	101.4
nand2b_1	14	87.58
nor2b_1	8	50.05
and3_1	5	31.28
o21ai_0	27	135.1
nor2_1	51	191.4
a311o_1	4	40.04
and2_1	10	62.56
nor3_1	17	85.08
nand2_1	53	198.9
a22o_1	10	87.58
nand4_1	6	37.54
o41ai_2	4	65.06
o31ai_1	7	52.55
a21o_1	18	135.1
xnor2_1	12	105.1
ha_1	109	1364
==> flip-flops by register name, summed over array words and instances (netlist names), 9 cells and up <==
name               cells
B0.count               9
C0.count              14
S0.CS                 11
S0.localreg_out       72
S0.start_addr_out     14
==> stage by stage <==
step / cell area (sq um) / setup TNS [ps] / power [uW] / setup WS, ps / hold slack (ps)
after detailed placement: 14600 / 0 / 1935 / 2132 / 334.7
after global routing: 15530 / 0 / 3786 / 1284 / 356.3
after global placement: 14600 / 0 / 1934 / 2121 / 333.2
after CTS: 15530 / 0 / 3709 / 1538 / 348.8
final: 15530 / 0 / 3646 / 1563 / 346.8
after floorplan: 13700 / -11830 / 1915 / -918.9 / 331.2
==> area by class of cell <==
| class | count | area, sq um |
|---|---|---|
| fill | 2202 | 11350 |
| multi-input combinational | 751 | 6354 |
| clock inverter | 11 | 91.34 |
| clock buffer | 43 | 838.3 |
| sequential | 270 | 6759 |
| inverter | 109 | 412.9 |
| timing repair buffer | 67 | 648.1 |
| tap | 341 | 426.7 |
==> power by group through the flow <==
stage | Clock [uW] | Sequential (uW) | Combinational, uW
4_1_cts | 1810 | 1850 | 48.9
6_report | 1750 | 1850 | 45.4
5_1_grt | 1880 | 1850 | 54.5
==> routing by layer <==
metal / vias up / track usage / wire length (um)
met3: 34 / 0.03900 / 1190
met1: 4049 / 0.3369 / 12610
met2: 111 / 0.3139 / 12030
met5: - / 0 / 0
met4: 0 / 0.03151 / 473
li1: 4226 / - / -
==> cell families after synthesis <==
group | after synthesis | synth area share
adders and majority gates | 109 | 0.09958
DFF | 270 | 0.4935
xor gates and xnor gates | 26 | 0.01663
and+or+nand+nor | 209 | 0.07418
buffers and inverters | 152 | 0.04477
muxes | 264 | 0.1990
AOI/OAI and AO/OA | 143 | 0.07236
Power is estimated from default activity; no workload was simulated.
